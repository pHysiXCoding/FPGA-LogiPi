==> design/flow/design.v <==
`timescale 1ns / 1ps
module SPI_SLAVE_DEVICE(
	input 	[11:0]	DATA,
	input					SCK,
	input					MOSI,
	input					CSbar,
	output reg			MISO,
	output reg [1:0] 	LEDS
	);
	reg	[15:0]	data_in 	= 16'b0;
	reg	[15:0]	data_out = 16'b0;
	reg	[1:0]		finished = 2'b00;			 
	reg	[4:0]		icounter = 5'b0;
	reg	[4:0]		ocounter = 5'b0;
	always @(posedge SCK) begin
		case (CSbar)
		1'b1: begin
			finished[0] 	<= 1'b0;
			ocounter			<= 5'b0;
			data_out			<= {data_in[10:7], DATA};
			MISO 				<= 1'bz;
		end
		1'b0: begin
			case (finished[0])
			1'b0: begin
				MISO 			<= data_out[15];
				data_out 	<= {data_out[14:0], 1'b0};
				ocounter 	<= ocounter + 1;
				finished[0] <= ocounter[4];
			end
			1'b1:			
				MISO			<= 1'bz;
			endcase
		end
		endcase
	end
	always @(posedge SCK) begin
		case (CSbar)
		1'b1: begin
			icounter 		<= 1'b0;
			finished[1] 	<= 1'b0;
		end
		1'b0: begin
			case (finished[1])
			1'b0: begin
				data_in 		<= {data_in[14:0], MOSI};
				icounter 	<= icounter + 1;
				finished[1]	<= icounter[4];
			end
			1'b1: begin
				finished[1] <= 1'b1;
			end
			endcase
		end
		endcase
	end
	always @(posedge SCK) begin
		LEDS[0] <= data_in[12];
		LEDS[1] <= (finished[1] & finished[0]);
	end
endmodule
module main(
	input 			iCLK_50,
	output 	[1:0]	LED,
	inout 	[7:0] PMOD1
   );
	reg [21:0] cnt;
	reg [11:0] cnt_slow = 12'h000;
	wire CLK_50;
	wire CLK_20;
	wire CLK_10;
	wire CLK_5;
	clk_wiz_v3_6 clknetwork(
		.CLK_IN1            (iCLK_50),
		.CLK_OUT1           (CLK_50),
		.CLK_OUT2           (CLK_20),
		.CLK_OUT3           (CLK_10),
		.CLK_OUT4           (CLK_5)
		);
	SPI_SLAVE_DEVICE SPI_SLAVE_INSTANT(
		.DATA		( cnt_slow ),
		.MOSI 	( PMOD1[0] ),
		.MISO 	( PMOD1[1] ),
		.CSbar 	( PMOD1[2] ),
		.SCK 		( PMOD1[3] ),
		.LEDS 	( LED )
		);
	always @(posedge CLK_50) begin
		if (cnt[21])
			cnt 	<= 0;
		else
			cnt 	<= cnt + 1;
	end
	always @(posedge cnt[21])
		cnt_slow <= cnt_slow + 1;
endmodule
==> design/flow/run.sh <==
#!/bin/bash
# OpenROAD 26Q1-2900-gdf79404cd8, Yosys 0.63+post, stock flow scripts
make -C /OpenROAD-flow-scripts/flow DESIGN_CONFIG=/design/flow/config.mk WORK_HOME=/design/flow/orfs finish
==> design/flow/config.mk <==
export PLATFORM = sky130hd
export DESIGN_NAME = SPI_SLAVE_DEVICE
export DESIGN_NICKNAME = SPI_SLAVE_DEVICE
export VERILOG_FILES = /design/flow/design.v
export SDC_FILE = /design/flow/constraint.sdc
export NUM_CORES = 4
export LEC_CHECK = 1
export CORE_UTILIZATION = 40
==> design/flow/constraint.sdc <==
current_design SPI_SLAVE_DEVICE

set clk_period 1.6
set clk_io_pct 0.2

create_clock -name clk0 -period $clk_period [get_ports {SCK}]

set non_clock_inputs [all_inputs -no_clocks]
set_input_delay [expr $clk_period * $clk_io_pct] -clock clk0 $non_clock_inputs
set_output_delay [expr $clk_period * $clk_io_pct] -clock clk0 [all_outputs]
==> results.tsv <==
stage	metric	value	unit
critical_path	CP startpoint	CSbar	
final_layout	Logic cell area	440	um^2
clock_tree	PostCTS Resize Cnt	0	
flow_run	OpenROAD warnings	25	
sta	Final Hold Slack	0.355	ns
global_route	Overflow after GRT	0	
power	Leak Pwr	0.820	nW
sta	Final setup viols	0	
final_layout	Fillers	341	
yosys	yosys warns	3	
yosys	area share, top type	66.8	%
yosys	synthesized area per cell	17.9	um^2
critical_path	CP arrival	1.38	ns
sta	Worst Max-Slew Pin Slew	0.237	ns
detailed_routing	vias post-DR	821	
clock_tree	clk latency late pin	0.29	ns
critical_path	RR Endpoint	icounter[4]	
yosys	Distinct lib cells used	14	
floorplanning	die area	4650	um^2
detailed_routing	final wirelength	2130	um
critical_path	r2r worst-path depth	3	
critical_path	Critical Path Source Type	input pin	
yosys	Synth Instances	98	
sta	Period minus WS final	1.38	ns
clock_tree	Sink Count	44	
yosys	most numerous cell in the Yosys netlist	edfxtp_1	
detailed_routing	residual DRC count	0	
clock_tree	H-tree depth	2	
critical_path	FF-to-FF setup slack	0.29	ns
detailed_routing	# diodes	0	
yosys	ys cells	98	
critical_path	CP Data Required Time	1.60	ns
sta	fmax	724	MHz
yosys	cell area after synthesis	1750	um^2
clock_tree	postcts setup bufs	0	
global_route	initial antenna violation count	0	
global_route	overall routing resource usage	11.9	%
yosys	EDFF count, synth	39	
clock_tree	Post-CTS Hold Fix Bufs	0	
critical_path	worst setup path end	ocounter[1]	
clock_tree	Clock Tree Buf Depth	2	
detailed_routing	initial drt markers	82	
floorplanning	I/O pin count	18	
detailed_routing	WL per Instance	12.2	um
place	input/output buffers	17	
detailed_routing	first drt pass iteration count	4	
place	Placed Cells	166	
global_route	global-route wire length before repair	3750	um
floorplanning	cell row count	23	
sta	Tcrit/Tclk final	86.4	%
global_route	vias in the first global route	829	
place	routability cong.	0.712	
power	Max VDD drop	0.000527	V
clock_tree	CTS tree	built	
final_layout	Syn-to-layout area delta	21.0	%
detailed_routing	vias per std cell	4.72	
sta	final hold violation count	0	
sta	Layout Skew	0.00712	ns
sta	setup ws final	0.218	ns
critical_path	critical path class	input pin to register	
floorplanning	Floorplan Core Area	4120	um^2
yosys	main flop type	edfxtp_1	
flow_run	Max-Cap Viols	0	
final_layout	Reg area	1270	um^2
yosys	Synth Seq Share	72.5	%
yosys	ys async rst share	0	%
place	Setup WS pre-CTS	-0.0914	ns
sta	RSZ-0062 raised after global routing	false	
critical_path	worst-path fanout max	23	
final_layout	Final Non-Filler Cells	174	
final_layout	ratio of cells with drive above 1 in the final layout	25.8	%
power	Final Total Pwr	2.58	mW
sta	count of pins over their slew limit	0	
floorplanning	Die W	68.2	um
critical_path	Critical Path Sink Type	register	
global_route	largest net degree at the start of global routing	24	
power	Cell Pwr Density	1220	nW/um^2
yosys	Top cells by area	edfxtp_1 67%, mux2_4 12%, dfxtp_1 5.7%, mux2_2 3.2%, nor2_1 2.8%	
clock_tree	CTS buffer count	5	
yosys	#FFs+latches synth	44	
floorplanning	Die Y	68.2	um
hold_path	HP Class	register to register	
clock_tree	Reg clk slew, reported paths	0.08	ns
clock_tree	root buffer cell	clkbuf_8	
hold_path	Worst Hold Depth	0	
yosys	Synth top cells by count	39 x edfxtp_1, 14 x mux2_4, 13 x nor2_1	
place	Area after DPL	2010	um^2
status	status	finished clean	
yosys	YS chip area	1750	um^2
final_layout	Final Cell Area	2120	um^2
detailed_routing	Post-DRT Antenna Nets	0	
sta	Slew HR	84.2	%
place	HPWL Detailed	1360	um
floorplanning	Initial Util	42.6	%
critical_path	reg2reg start	icounter[0]	
yosys	Synth area leader	edfxtp_1	
## layer usage
| metal | GRT usage (%) | share of wire (%) |
|---|---|---|
| met3 | 5.74 | 7.5 |
| met2 | 16.3 | 44 |
| met1 | 18.7 | 48 |
| met4 | 2.08 | 1.3 |
| met5 | 0 | 0 |
## sequential cells by signal (all words and copies together) (netlist names)
signal and count:
data_out 16, data_in 13, icounter 5, ocounter 5, LEDS 2, finished 2
MISO 1
## metrics by stage
stage	util (%)	TNS (ns)
6_report	51.6	0
4_1_cts	51.6	0
2_1_floorplan	-	0
3_5_place_dp	48.8	-2.68
3_3_place_gp	48.8	-2.26
5_1_grt	51.6	0
## area by class of cell
class | instances | share of cell area [%]
clock buffers | 5 | 3.24
clock inverters | 3 | 2.24
multi-input cells | 50 | 20.7
flip-flops and latches | 44 | 59.9
well taps | 50 | 2.95
repair buffers | 22 | 11.0
## where the power goes
part           switching, mW  internal (mW)  leakage, nW
sequential            0.0613           1.43        0.454
clock                  0.372          0.470       0.0583
combinational         0.0865          0.166        0.308
total                  0.520           2.06        0.820
## worst max-delay path, cell delays in order
cell and delay, ns:
clkdlybuf4s50_1 0.52, buf_12 0.18, nand2b_1 0.17, buf_12 0.18
## cells in the final DEF, fill, tap and decap left out, drive strengths merged
| cell | synthesis | routed |
|---|---|---|
| nor2b | 6 | 6 |
| clkbuf | 0 | 5 |
| xnor2 | 2 | 2 |
| nor2 | 13 | 13 |
| edfxtp | 39 | 39 |
| clkdlybuf4s50 | 0 | 17 |
| and2 | 2 | 2 |
| dfxtp | 5 | 5 |
| nand2b | 2 | 2 |
| buf | 4 | 5 |
| mux2 | 19 | 19 |
| clkinv | 0 | 2 |
| ha | 2 | 2 |
| bufinv | 0 | 1 |
| nand3 | 4 | 4 |
## cell families after synthesis
kind of cell | synth area share, %
and+or+nand+nor | 7.49
xor gates and xnor gates | 0.999
buffers and inverters | 2.42
DFF | 72.5
adders and majority gates | 1.43
muxes | 15.2
## worst min-delay path by stage
stage | from | to
final | data_in[12] | LEDS[0]
after CTS | data_in[12] | LEDS[0]
after global routing | data_in[12] | LEDS[0]
Power is estimated from default activity; no workload was simulated.
